File: /design/flow/design.v
typedef enum logic [4:0] {
    OP_ALU_PC   = 5'd0,   
    OP_ALU_ADD  = 5'd1,   
    OP_ALU_SUB  = 5'd2,   
    OP_ALU_AND  = 5'd3,   
    OP_ALU_OR   = 5'd4,   
    OP_ALU_XOR  = 5'd5,   
    OP_ALU_SLTU = 5'd6,   
    OP_ALU_SLT  = 5'd7,   
    OP_ALU_SLL  = 5'd8,   
    OP_ALU_SRL  = 5'd9,   
    OP_ALU_SRA  = 5'd10,  
    OP_ALU_EQ   = 5'd11,  
    OP_ALU_NEQ  = 5'd12  
} alu_op_t;
module alu #(parameter WIDTH = 32)(
    input  alu_op_t                 i_alu_op,
    input  logic     [ WIDTH-1:0 ]  i_a,
    input  logic     [ WIDTH-1:0 ]  i_b,
    output logic     [ WIDTH-1:0 ]  o_result
);
always_comb begin
    case(i_alu_op)
        OP_ALU_PC:     o_result = i_a + 4;
        OP_ALU_ADD:    o_result = i_a + i_b;
        OP_ALU_SUB:    o_result = i_a - i_b;
        OP_ALU_AND:    o_result = i_a & i_b;
        OP_ALU_OR:     o_result = i_a | i_b;
        OP_ALU_XOR:    o_result = i_a ^ i_b;
        OP_ALU_SLTU:   o_result = (i_a < i_b) ? 1 : 0;
        OP_ALU_SLT:    o_result = ($signed(i_a) < $signed(i_b)) ? 1 : 0;
        OP_ALU_SLL:    o_result = i_a << i_b[$clog2(WIDTH)-1:0];
        OP_ALU_SRL:    o_result = i_a >> i_b[$clog2(WIDTH)-1:0];
        OP_ALU_SRA:    o_result = $signed(i_a) >>> i_b[$clog2(WIDTH)-1:0];
        OP_ALU_EQ:     o_result = (i_a == i_b) ? 1 : 0;
        OP_ALU_NEQ:    o_result = (i_a != i_b) ? 1 : 0;
    default:            o_result = 0;
    endcase
end
endmodule
File: /design/flow/run.sh
#!/bin/bash
# OpenROAD 26Q1-2900-gdf79404cd8, Yosys 0.63+post, stock flow scripts
make -C /OpenROAD-flow-scripts/flow DESIGN_CONFIG=/design/flow/config.mk WORK_HOME=/design/flow/orfs finish
File: /design/flow/config.mk
export PLATFORM = sky130hd
export DESIGN_NAME = alu
export DESIGN_NICKNAME = alu
export VERILOG_FILES = /design/flow/design.v
export SDC_FILE = /design/flow/constraint.sdc
export NUM_CORES = 4
export LEC_CHECK = 1
export CORE_UTILIZATION = 50
File: /design/flow/constraint.sdc
current_design alu

set clk_period 15.6
set clk_io_pct 0.2

create_clock -name clk0 -period $clk_period

set non_clock_inputs [all_inputs -no_clocks]
set_input_delay [expr $clk_period * $clk_io_pct] -clock clk0 $non_clock_inputs
set_output_delay [expr $clk_period * $clk_io_pct] -clock clk0 [all_outputs]
==> results_dict.tcl <==
# collected from the flow reports
set metrics [dict create \
    place.gp.congestion 1.07 \
    dp.cells 1691 \
    slowest_delay_ps 710 \
    ys_area_um2 9860 \
    via_count 11700 \
    gr-total-overflow 0 \
    cap_violations 0 \
    yosys_warnings 1 \
    io-pin-count 101 \
    pre_cts_ws_ps 4420 \
    crit_slowest_cell "ha_1" \
    cp-end-kind "primary output" \
    regArea_um2 0 \
    antenna_found_initial 0 \
    n_antenna_cell 0 \
    die_h_um 142 \
    cp_max_fo 41 \
    syn_area_um2 9860 \
    largest_area_cell "ha_1" \
    arrival_ps 8230 \
    die_area_um2 20300 \
    area_growth_pct 8.77 \
    post-route-period-util 0.728 \
    fin_area_um2 10700 \
    syn_inst 1431 \
    crit_chain "clkdlybuf4s50_1 > buf_4 > clkinv_1 > ha_1 > inv_2 > a2111oi_4 > a21oi_2 > a211oi_4 > nor2b_1 > nor3_2 > o21ai_1 > mux2_1 > a221o_1 > clkdlybuf4s50_1" \
    wire_per_inst_um 25.2 \
    drcViolationCount 0 \
    ant_nets 0 \
    initial_core_util 0.518 \
    min_period_ps 11350 \
    wl_um 42600 \
    clock_buffer_count 0 \
    start_kind "primary input" \
    core_um2 19000 \
    grt_max_degree 68 \
    fin_cells 1691 \
    log.warning_count 115 \
    synth_top_area_share 0.146 \
    grt_pass1_vias 10500 \
    slew_violations 0 \
    tightest_slew_ps 855 \
    synth_top_cell_by_count "nor2_1" \
    die_w_um 142 \
    grt_usage 0.424 \
    finalSetupTns_ps 0 \
    seq_cell_count 0 \
    ys_types 92 \
    outcome "finished, final reports clean" \
    io_buffers 101 \
    cts_resized 0 \
    postPlaceCellArea_um2 10700 \
    post-cts-setup-buffers 0 \
    required_ps 12480 \
    postCtsHoldBufs 0 \
    topCellsByArea "ha_1 15%, mux2i_1 6.4%, a21oi_1 6.1%, mux4_2 5.9%, nor2_1 5.9%" \
    critPathKind "in2out" \
    final_hold_viol_count 0 \
    powerDensity_nw_per_um2 34.1 \
    top_cells_by_count "155 x nor2_1, 121 x a21oi_1, 115 x ha_1, 115 x nand2_1, 107 x o21ai_0" \
    setup_slack_ps 4250 \
    drive_above_1_share 0.0671 \
    slew-limit-headroom 0.416 \
    whs_path_depth 5 \
    viasPerCell 6.93 \
    rsz0062_at_grt "false" \
    post-dp-hpwl_um 33300 \
    drt_iter0_drc 1526 \
    avgSynthCellArea_um2 6.89 \
    dr.pass1.iters 6 \
    hp-class "in2out" \
    fmax_mhz 88.1 \
    fin_util 0.564 \
    grt_pass1_wl_um 64200 \
    ys_seq_share 0 \
    rows 50 \
    irDropWorstVdd_mv 0.0179 \
    final-setup-viol-count 0 \
    yosys_cells 1431 \
    leakagePower_nw 4.42 \
    crit_path_frequent_cell "clkdlybuf4s50_1" \
]
==> final cells by class <==
| type | instances | area (um2) |
|---|---|---|
| inverter | 95 | 357 |
| fill | 1877 | 8290 |
| tap | 260 | 325 |
| timing repair buffer | 121 | 1140 |
| multi-input combinational | 1215 | 8900 |
==> final timing paths <==
| check | start | end | slack, ps |
|---|---|---|---|
| hold / removal | i_alu_op[4] | o_result[0] | 7460 |
| setup / recovery | i_b[4] | o_result[28] | 4250 |
==> worst max-delay path, delay by kind of cell <==
kind / cells / cell delay (ps)
buffers and inverters: 5 / 1980
AOI/OAI and AO/OA: 5 / 1460
adders and majority gates: 1 / 710
and+or+nand+nor: 2 / 550
muxes: 1 / 360
==> where the power goes <==
part / internal, mW / total, mW / switching [mW]
Clock: 0 / 0 / 0
Sequential: 0 / 0 / 0
Combinational: 0.143 / 0.366 / 0.223
Total: 0.143 / 0.366 / 0.223
==> layout by cell type (no fill, tap or decap), types with 28 or more instances in the layout <==
master             n
a211oi_1          28
a21oi_1          121
a221oi_1          28
clkdlybuf4s50_1   97
ha_1             115
inv_1             90
mux2i_1           63
nand2_1          115
nand3_1           33
nor2_1           155
o211ai_1          29
o21ai_0          107
==> routing by layer <==
| layer | vias to the layer above | wire, um | track usage |
|---|---|---|---|
| met4 | 0 | 1090 | 0.0939 |
| met2 | 784 | 17600 | 0.604 |
| met3 | 87 | 5330 | 0.102 |
| met5 | - | 0 | 0 |
| met1 | 5483 | 18600 | 0.642 |
| li1 | 5372 | - | - |
==> through the flow <==
step                power, mW  hold WS (ps)
finish                  0.366          7460
global route            0.391          7520
CTS                     0.354          7480
detailed placement      0.352          7470
global placement        0.353          7480
floorplan               0.226          6390
==> kinds of logic after synthesis <==
logic type	count (synthesis)	synth area share
xor+xnor	29	0.0258
simple gates	433	0.207
fa+ha+maj	117	0.150
buf+inv	216	0.0974
mux	111	0.158
compound gates	525	0.363
Power is estimated from default activity; no workload was simulated.

==> flow/config.mk <==
export PLATFORM = sky130hd
export DESIGN_NAME = program_counter
export DESIGN_NICKNAME = program_counter
export VERILOG_FILES = /design/flow/design.v
export SDC_FILE = /design/flow/constraint.sdc
export NUM_CORES = 4
export LEC_CHECK = 1
export CORE_AREA = 10 10 98 98
export DIE_AREA = 0 0 108 108
==> flow/constraint.sdc <==
current_design program_counter

set clk_period 4.3
set clk_io_pct 0.2

create_clock -name clk0 -period $clk_period [get_ports {clk}]

set non_clock_inputs [all_inputs -no_clocks]
set_input_delay [expr $clk_period * $clk_io_pct] -clock clk0 $non_clock_inputs
set_output_delay [expr $clk_period * $clk_io_pct] -clock clk0 [all_outputs]
==> flow/design.v <==
`timescale 1ns/1ps
module program_counter #(
    parameter WIDTH = 32
)(
    input  logic              clk,     
    input  logic              rst,     
    input  logic              i_en,    
    output logic  [WIDTH-1:0] o_pc     
);
    always @(posedge clk or negedge rst) begin
        if (!rst) begin
            o_pc <= {WIDTH{1'b0}};
        end 
        else if (i_en) begin
            o_pc <= o_pc + 1;
        end
    end
endmodule
==> flow/run.sh <==
#!/bin/bash
# OpenROAD 26Q1-2900-gdf79404cd8, Yosys 0.63+post, stock flow scripts
make -C /OpenROAD-flow-scripts/flow DESIGN_CONFIG=/design/flow/config.mk WORK_HOME=/design/flow/orfs finish
==> results.cfg <==
; implementation run metrics
[grt]
overflow = 0
busiest_layer = met2
antenna_found_initial = 0
grt_pass1_vias = 1093
grt_util_met2_pct = 9.31
grtUsageTotal_pct = 6.38
grt_pass1_wl_um = 5980
grt_max_degree = 33
grtUsageMet3_pct = 2.47
gr-usage-met1_pct = 9.01

[synthesis]
synth_top_cell_by_area = dfrtp_1
ys_chip_area_mm2 = 0.00145
synth_warnings = 1
avgSynthCellArea_um2 = 11.8
top_cell_area_share_pct = 55.3
ys_cells = 123
syn-cell-area_mm2 = 0.00145
syn_inst = 123
synth.yosys.seq_area_share_pct = 55.3
synth_cell_type_count = 20
synthTopCellsByArea = dfrtp_1, xnor2_1, xor2_1, nand4_1, nand3_1
synth_flops = 32

[sta]
rsz0062_at_grt = no
finalCritPeriodShare_pct = 59.9
drv_slew = 0
maxSlewHeadroom_pct = 47.0
fin_skew_ns = 0.00464
setup_viol = 0
whs_ns = 0.477
max_freq_mhz = 388
tightest_slew_ns = 0.788
fin_setup_tns_ns = 0
min_period_ns = 2.58
finalHoldViolCount = 0

[worst_setup_path]
critPathMaxFanout = 6
timing.rr.end = o_pc[31]
critPathTopFamily = simple AND/OR/NAND/NOR gates
path_buffers = 1
endpoint_kind = flop
crit_slowest_cell = nor4_1
crit_type = input pin to flop
crit_path_cell_trace = clkdlybuf4s50_1, nand4_4, nor4_1, nand4_1, xnor2_1
r2r_cells = 4
worstSetupStartpointType = input pin
slowest_delay_ns = 0.72
arrival_ns = 2.74
r2r-start = o_pc[5]
crit_cells = 5
crit_required_ns = 4.47
crit_path_start = i_en
rrSetupSlack_ns = 2.40

[route]
drcViolationCount = 0
wirelength_um = 3380
vias = 1042
firstDrtPassIters = 4
first_iter_violations = 47
antenna_left = 0
via_per_inst = 3.89
antennaDiodeCount = 0
wire_per_inst_um = 12.6

[clock_network]
htree_levels = 2
clk_pin_slew_ns = 0.06
root_buffer = clkbuf_8
post_cts_resized = 0
clkSinkCount = 32
clockBufferDepth = 2
cts_tree = yes
cts_inserted_buffers = 5
cts_hold_buf = 0
insertion_delay_ns = 0.28
cts_setup_buffers = 0

[finish]
drive_above_1_share_pct = 7.83
area_growth_pct = 39.0
postLayoutCoreUtil_pct = 26.3
largest_register = o_pc
largestRegisters = o_pc: 32 flops
largest_reg_flops = 32

[floorplanning]
ios = 35
fp_util_pct = 18.9
die_h_um = 108
chipArea_mm2 = 0.0117
design.core.area_mm2 = 0.00765
placementRows = 32
die_w_um = 108

[flow_run]
openroad.warnings = 25
maxCapViolCount = 0

[power_and_ir_drop]
vdd_drop_max_uv = 115
power.leakage_uw = 0.000838
power_density_mw_per_mm2 = 376

[worst_hold_path]
min_path_type = flop to flop
hp-start = o_pc[31]
hold_path_depth = 1
whs_endpoint = o_pc[31]

[placement]
portBuffers = 34
dp_hpwl_um = 2590
finalWeightedCongestion = 0.804

[outcome]
status = finished, final reports clean
## worst register-to-register path, delay by kind of cell (launching register included)
family	cells	cell delay, ns
xor+xnor	1	0.17
flops	1	0.46
simple gates	3	1.15
## where the power goes
part / leakage [uW] / switching, uW / total [uW] / internal [uW]
Combinational: 0.000364 / 43.7 / 134 / 90.2
Clock: 0.0000455 / 105 / 235 / 130
Sequential: 0.000428 / 53.5 / 389 / 336
Total: 0.000838 / 202 / 758 / 556
## per-stage QoR
stage                     area, um2  instances  total power, uW  setup WS, ns
after floorplan                1450        123              436          2.29
after global placement         1920        260              531          1.47
after detailed placement       1920        260              533          1.43
after CTS                      2010        268              776          1.73
after global routing           2010        268              813          1.49
final                          2010        268              758          1.72
## cells by family (layout without fill, tap and decap cells)
group,count (synthesis),in the layout,synth area share [%]
fa+ha+maj,1,1,0.863
mux,1,1,0.777
simple gates,56,56,23.8
xor+xnor,31,31,18.7
buf+inv,2,45,0.518
flops,32,32,55.3
## Yosys cell counts
master,n
and2_1,2
and3_1,4
and4_1,3
and4_2,1
dfrtp_1,32
ha_1,1
inv_1,2
mux2_2,1
nand2_1,10
nand3_1,9
nand4_1,10
nand4_4,1
nor2_1,3
nor3_1,5
nor3b_1,1
nor4_1,4
nor4_2,2
or4_4,1
xnor2_1,19
xor2_1,12
## routing by layer
metal,routed length (um),share of wire [%],up-vias
met3,267,7.9,4
met5,0,0,-
met2,1510,45,24
met4,39,1.2,0
li1,-,-,528
met1,1560,46,486
## cells in the final DEF (no fill, tap or decap)
cell type and count:
clkdlybuf4s50_1 34, dfrtp_1 32, xnor2_1 19, xor2_1 12
nand2_1 10, nand4_1 10, nand3_1 9, clkbuf_8 6
nor3_1 5, and3_1 4, nor4_1 4, and4_1 3
nor2_1 3, nor4_2 2, inv_1 2, and2_1 2
clkbuf_1 2, nand4_4 1, or4_4 1, and4_2 1
nor3b_1 1, mux2_2 1, ha_1 1, buf_4 1
## layout make-up
class	count	area [um2]
Timing Repair Buffer	35	348
Clock buffer	8	90.1
Multi-Input combinational cell	89	641
Sequential cell	32	801
Tap cell	102	128
Inverter	2	7.51
Fill cell	784	5630
## worst max-delay path by stage
| stage | endpoint | slack [ns] |
|---|---|---|
| after CTS | o_pc[31] | 1.73 |
| after global routing | o_pc[31] | 1.49 |
| final | o_pc[31] | 1.72 |
Power and IR drop assume default switching activity.
